===== flow/design.v =====
`timescale 1ns / 1ps
module Coprocessor(
	clk,
	rst,
	c0_rd_addr,
	c0_wr_addr,
	c0_w_data,
	pc_i,
	InTcause,
	c0_reg_we,
	WriteEPC,
	WriteCause,
	c0_r_data,
	epc_o,
    WriteInt,
    Int_en_i,
    Int_en_o
);
	input clk, rst;
	input wire 	[31: 0] c0_w_data, pc_i;
	input wire 	[ 4: 0] c0_rd_addr, c0_wr_addr;
	input wire 	[ 4: 0]	InTcause;
	input wire 			c0_reg_we, WriteEPC, WriteCause,
						WriteInt, Int_en_i;
	output wire [31: 0]	c0_r_data, epc_o, Int_en_o;
    integer             i = 0;
	reg 		[31: 0] c0reg[11:14];
	assign c0_r_data 	= c0reg[c0_rd_addr];
	assign epc_o  		= c0reg[14];
	assign Int_en_o  	= c0reg[11];
	initial begin
		for(i = 11; i <= 14; i = i + 1)
			c0reg[i] <= 32'b0;
	end
	always @(posedge clk ) begin
		if (rst) begin
			for(i = 11; i <= 14; i = i + 1)
				c0reg[i] <= 32'b0;
		end
		else begin
			if (c0_reg_we == 1)
				c0reg[c0_wr_addr] 	<= c0_w_data;
			if (WriteInt == 1)
            	c0reg[11][0] 		<= Int_en_i;
            if (WriteCause == 1)
            	c0reg[13] 			<= InTcause;
			if (WriteEPC == 1)
            	c0reg[14] 			<= pc_i;
		end
	end
endmodule

===== flow/run.sh =====
#!/bin/bash
# OpenROAD 26Q1-2900-gdf79404cd8, Yosys 0.63+post, stock flow scripts
make -C /OpenROAD-flow-scripts/flow DESIGN_CONFIG=/design/flow/config.mk WORK_HOME=/design/flow/orfs finish

===== flow/config.mk =====
export PLATFORM = sky130hd
export DESIGN_NAME = Coprocessor
export DESIGN_NICKNAME = Coprocessor
export VERILOG_FILES = /design/flow/design.v
export SDC_FILE = /design/flow/constraint.sdc
export NUM_CORES = 4
export LEC_CHECK = 1
export CORE_UTILIZATION = 30
export SYNTH_HDL_FRONTEND = slang

===== flow/constraint.sdc =====
current_design Coprocessor

set clk_period 6.0
set clk_io_pct 0.2

create_clock -name clk0 -period $clk_period [get_ports {clk}]

set non_clock_inputs [all_inputs -no_clocks]
set_input_delay [expr $clk_period * $clk_io_pct] -clock clk0 $non_clock_inputs
set_output_delay [expr $clk_period * $clk_io_pct] -clock clk0 [all_outputs]

==> run notes <==
Main metrics from the flow reports.

The clock share of power came out at 0.402. The critical path arrival is 3250 ps. The final routed wirelength across all metal layers came out at 30.1 mm.

The area growth from synthesis to layout is 29.9%. The fmax came out at 225 MHz. The design draws 4130 µW. Listed in order, past its start point the critical path passes buf_4, buf_4, mux4_2, mux2_2, clkdlybuf4s50_1. The count of antenna diodes in the layout came out at 0. The area of the placeable core is 35,700 µm². The post-cts repair resize count is 0. Entering global routing, the biggest net connects 32 pins. The number of pins with negative max-slew slack in the final report is 0.

Setup repair after global routing left no endpoint under its margin. The cell type with the highest occurrence count on the critical path is sky130_fd_sc_hd__buf_4. Counting only logic cells after layout, the most numerous master is sky130_fd_sc_hd__edfxtp_1. The share of total power dissipated in combinational logic is 0.097. The critical-path maximum fanout is 18. Hold repair after CTS inserted 0 buffers.

The via count came out at 6,442. Ranking logic cells in the layout by count gives the top entries 256 x sky130_fd_sc_hd__edfxtp_1, 175 x sky130_fd_sc_hd__clkdlybuf4s50_1, 64 x sky130_fd_sc_hd__mux4_2, 60 x sky130_fd_sc_hd__and2_1, 32 x sky130_fd_sc_hd__mux2_2. The number of levels in the clock H-tree came out at 1. The sequential power share is 0.501. The synthesis stat section lists a flop and latch total of 256. The clock buffer count from CTS came out at 29. The number of setup buffers added after CTS came out at 0. STA classifies the critical path endpoint as an output port. The global-route usage over all layers came out at 0.174.

Counting the warning lines in the Yosys log gives 0. The synthesized netlist handed to floorplanning was reported with a cell count of 593. The chip area came out at 37,300 µm².

The iteration-0 DRC count of the detailed router is 420. The height of the chip is 193 µm. The share of async-settable or async-resettable flops after synthesis came out at 0. The worst setup path is launched from an input pin. The fraction of power spent switching nets is 0.214. According to the Yosys statistics, the synthesized design has a chip area of 11,000 µm². The delay of the slowest cell on the worst path came out at 560 ps. TritonCTS built the clock tree. The routability-driven placement congestion ratio came out at 0.804. The max-slew check reports its worst relative slack as 0.438. The power density over the cells is 290 nW/µm². The script logs the mean routed wire length per placed instance as 23.7 µm.

The maximum count of clock buffers along a single path came out at 3. The post-synthesis average cell area came out at 18.5 µm². Per the STA report, the cell with the highest stage delay on the worst path is sky130_fd_sc_hd__mux4_2. In the Yosys report the total cell count is 593. The number of maximum-capacitance violations is 0. Post-synth the commonest register cell is sky130_fd_sc_hd__edfxtp_1. The net switching component of the power came out at 883 µW. The clock-pin transition on the worst setup and hold timing paths is 60 ps. The register with the most flip-flops in the layout has 256 of them. In the setup report, the worst path falls into the class in -> out. In this run the cell area of the synthesized design comes to 11,000 µm².

The type of the worst min-delay path is in -> reg. The critical path starts at c0_rd_addr[1]. The number of global-route vias before repair came out at 6,911. The leakage power came out at 0.00473 µW.

The data required time of the critical path came out at 4800 ps. The pre-CTS setup slack is 1480 ps. The number of vias per cell after detailed routing came out at 5.08. The cell row count is 69. Endpoints with negative setup slack in the final report add up to 0.

The flow ran to the end, and the final reports show no timing, DRC or antenna violations. Per the placement log, port buffering inserted 178 buffers. The peak supply drop came out at 0.185 mV. The number of enable-type register cells in the synthesized netlist is 256. The global-route congestion overflow total came out at 0. The worst path setup slack after routing came out at 1550 ps. For this design the top-level I/O count stands at 182.

In the floorplan report the effective utilization is 0.306. Across all hold checks on the routed design, the worst slack comes to 1330 ps. The clock period minus worst slack came out at 4450 ps. The cell chosen for the clock root is sky130_fd_sc_hd__clkbuf_16. The sum of negative setup slack came out at 0 ps.

The startpoint identified for the worst hold timing path is pc_i[31]. The internal power came out at 3250 µW. The die is 193 µm wide.

Synthesis instantiated 29 different standard cells from the library. After legalization and detailed placement, the total HPWL measured 19.3 mm. The number of nets still failing antenna checks after routing is 0.

The proportion of layout cells with a drive suffix above 1 came out at 0.225. In the final layout, the registers with the most flip-flops are c0reg (256). For this run, the register share of the synthesized area comes to 0.702. The number of antenna violations at the first check in global routing is 0.

The final routed DRC violation total is 0. The final number of hold-violating endpoints is 0. The warning total across the stage logs is 28. The number of search-and-repair iterations in the first detailed-routing pass came out at 22. The slew of the pin with the lowest slew margin is 839 ps.

The clock sink total is 256. The register name with the most flops is c0reg. The portion of the clock cycle consumed by the worst path in the final layout came out at 0.742. The wire length of the first global-routing pass came out at 43.4 mm.
## routing by layer
metal  vias up  part of all wire  global-route usage
li1       2805                 -                   -
met1      3209              0.38               0.239
met2       363              0.47               0.263
met3        65              0.12              0.0949
met4         0             0.015              0.0252
met5         -                 0                   0
## power groups by stage
stage	sequential, µW	clock, µW	combinational [µW]
4_1_cts	2070	1700	410
5_1_grt	2080	1770	436
6_report	2070	1660	401
## path summary, 6_finish.rpt
kind | end | slack (ps) | depth (start not counted)
max | c0_r_data[21] | 1550 | 5
min | c0reg[14][31] | 1330 | 2
## cell families after synthesis
| group | share of synthesized area |
|---|---|
| flops | 0.702 |
| compound gates | 0.0313 |
| simple gates | 0.0772 |
| buf+inv | 0.0250 |
| mux | 0.165 |
## cell type report
cell class                      count  area [µm²]
Tap cell                          461         577
Fill cell                        3241       21500
Clock inverter                     16         134
Sequential cell                   256        7690
Inverter                           13        48.8
Timing Repair Buffer              207        2000
Clock buffer                       37         756
Multi-Input combinational cell    279        3030
## critical path, delay by kind of cell
kind / cells / cell delay (ps)
mux: 2 / 830
buf+inv: 3 / 1210
## Yosys cell counts, types with 6 or more instances
cell                       instances  share of area
sky130_fd_sc_hd__a32o_1           20          0.018
sky130_fd_sc_hd__nor3_1           11         0.0050
sky130_fd_sc_hd__and2_1           60          0.034
sky130_fd_sc_hd__mux4_2           64           0.13
sky130_fd_sc_hd__edfxtp_1        256           0.70
sky130_fd_sc_hd__buf_1             7         0.0024
sky130_fd_sc_hd__clkbuf_1         22         0.0075
sky130_fd_sc_hd__or3_1             6         0.0034
sky130_fd_sc_hd__nor2_1           12         0.0041
sky130_fd_sc_hd__buf_4             7         0.0048
sky130_fd_sc_hd__o32ai_1          11         0.0088
sky130_fd_sc_hd__nand2_1          24         0.0082
sky130_fd_sc_hd__nor4_1           19          0.011
sky130_fd_sc_hd__o22ai_1           6         0.0034
sky130_fd_sc_hd__mux2_2           32          0.033
sky130_fd_sc_hd__inv_1            13         0.0045
## per-stage QoR
step                      instance area, µm²  instances   util
after floorplan                        11000        593      -
after global placement                 13300       1216  0.373
after detailed placement               13300       1216  0.373
after CTS                              14200       1269  0.398
after global routing                   14200       1269  0.398
final                                  14200       1269  0.398
Power is estimated from default activity; no workload was simulated.
